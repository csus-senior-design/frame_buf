===== flow/design.v =====
module data_mem #(parameter DATA_WIDTH = 32, ADDR_WIDTH = 4, MEM_DEPTH = 1 << ADDR_WIDTH)
  (
      input [ADDR_WIDTH - 1:0] wr_addr, rd_addr,
      input [DATA_WIDTH - 1:0] wr_data,
      input clk, wr_en, rd_en, reset,
      output reg [DATA_WIDTH - 1:0] rd_data
    );
    reg [DATA_WIDTH - 1:0] mem [MEM_DEPTH - 1:0];
    integer i;
    always @(posedge clk) begin
        if (reset == 1'b0)
            for (i = 0; i < MEM_DEPTH; i = i + 1)
                mem[i] <= {DATA_WIDTH{1'b0}};
        else if (wr_en == 1'b0)
            mem[wr_addr] <= wr_data;
    end
    always @(*) begin
        if (rd_en == 1'b0)
          rd_data <= mem[rd_addr];
        else
          rd_data <= {DATA_WIDTH{1'bZ}};
    end
endmodule
module frame_buf #(parameter DATA_WIDTH = 24, ADDR_WIDTH = 3,
                    MEM_DEPTH = 1 << ADDR_WIDTH, NUM_BUFS = 1)
  (
    input wr_clk, rd_clk, reset, wr_en_in, rd_en_in,
    input [DATA_WIDTH - 1:0] data_in,
    output [DATA_WIDTH - 1:0] data_out
  );
  parameter IDLE = 1'h0, FILL = 1'h1, READ = 1'h1;
  reg wr_en, rd_en, mem_rdy;
  reg [ADDR_WIDTH - 1:0] wr_addr, rd_addr;
  (* syn_encoding = "safe" *)
  reg curr_state, rd_curr_state;
  data_mem #(.DATA_WIDTH(DATA_WIDTH), .ADDR_WIDTH(ADDR_WIDTH))
           mem (.clk(wr_clk), .wr_en(wr_en), .rd_en(rd_en), .reset(reset),
            .wr_addr(wr_addr), .rd_addr(rd_addr), .wr_data(data_in),
            .rd_data(data_out));
  always @(posedge wr_clk) begin
    if (reset == 1'b0)
      curr_state <= IDLE;
    else
      case (curr_state)
        IDLE:   begin
                  wr_addr <= {ADDR_WIDTH{1'b0}};
                  if (rd_addr <= wr_addr || reset == 1'b0)
                    mem_rdy <= 1'b0;
                  if (wr_en_in == 1'b0) begin
                    curr_state <= FILL;
                    wr_en <= 1'b0;
                  end else begin
                    curr_state <= IDLE;
                    wr_en <= 1'b1;
                    end
                end
        FILL:   begin
                  if (wr_addr == {ADDR_WIDTH{1'b1}})
                    curr_state <= IDLE;
                  else if (wr_en_in == 1'b0) begin
                    curr_state <= FILL;
                    mem_rdy <= 1'b1;
                    wr_en <= 1'b0;
                    wr_addr <= wr_addr + 1;
                  end else begin
                    curr_state <= FILL;
                    wr_en <= 1'b1;
                  end
                end
      endcase
  end
  always @(posedge rd_clk) begin
    if (reset == 1'b0)
      rd_curr_state <= IDLE;
    else
      case (rd_curr_state)
        IDLE:   begin
                  rd_addr <= {ADDR_WIDTH{1'b0}};
                  if (rd_en_in == 1'b0 && mem_rdy == 1'b1) begin
                    rd_curr_state <= READ;
                    rd_en <= 1'b0;
                  end else begin
                    rd_curr_state <= IDLE;
                    rd_en <= 1'b1;
                  end
                end
        READ:   begin
                  if (rd_addr == {ADDR_WIDTH{1'b1}})
                    rd_curr_state <= IDLE;
                  else if (rd_en_in == 1'b0) begin
                    rd_curr_state <= READ;
                    rd_en <= 1'b0;
                    rd_addr <= rd_addr + 1;
                  end else begin
                    rd_curr_state <= READ;
                    rd_en <= 1'b1;
                  end
                end
      endcase
  end
endmodule

===== flow/run.sh =====
#!/bin/bash
# OpenROAD 26Q1-2900-gdf79404cd8, Yosys 0.63+post, stock flow scripts
make -C /OpenROAD-flow-scripts/flow DESIGN_CONFIG=/design/flow/config.mk WORK_HOME=/design/flow/orfs finish

===== flow/config.mk =====
export PLATFORM = sky130hd
export DESIGN_NAME = frame_buf
export DESIGN_NICKNAME = frame_buf
export VERILOG_FILES = /design/flow/design.v
export SDC_FILE = /design/flow/constraint.sdc
export NUM_CORES = 4
export LEC_CHECK = 1
export CORE_UTILIZATION = 30

===== flow/constraint.sdc =====
current_design frame_buf

set clk_period 9.0
set clk_io_pct 0.2

create_clock -name clk0 -period $clk_period [get_ports {rd_clk}]
create_clock -name clk1 -period $clk_period [get_ports {wr_clk}]

set non_clock_inputs [all_inputs -no_clocks]
set_input_delay [expr $clk_period * $clk_io_pct] -clock clk0 $non_clock_inputs
set_output_delay [expr $clk_period * $clk_io_pct] -clock clk0 [all_outputs]

==> impl_metrics.tcl <==
# collected from the flow reports
set metrics [dict create \
    portBuffers 51 \
    cts_setup_buffers 0 \
    final_util_pct 35.7 \
    stdcell_count 1021 \
    grt_overflow 0 \
    syn_inst 550 \
    synth.avg_cell_area_um2 16.9 \
    wl_per_cell_um 19.4 \
    ys_chip_area_um2 9310 \
    clk_pin_slew_ps 70 \
    via_per_inst 4.61 \
    crit_family "multiplexers" \
    tightest_slew_ps 787 \
    grt_use_total_pct 14.1 \
    p_total_uw 2140 \
    ys_seq_share_pct 65.0 \
    core_area_um2 30600 \
    drive_gt1_share_pct 21.3 \
    cts.repair.resized 0 \
    antenna_cells 0 \
    initCoreUtil_pct 30.4 \
    peakVddDrop_uv 121 \
    leakage_uw 0.00395 \
    start_kind "register" \
    mostFrequentLayoutCell "edfxtp_1" \
    crit_path_end_kind "output pin" \
    path_cells "buf_4, mux4_1, mux2_2, clkdlybuf4s50_1" \
    combGateArea_um2 3040 \
    p_per_area_nw_per_um2 196 \
    firstDrtPassIters 6 \
    worst-path-buf-inv 2 \
    die_y_um 178 \
    drtAntennaViolNets 0 \
    die_width_um 178 \
    num_io_pins 53 \
    slew_viol_final 0 \
    holdBufCountCts 0 \
    final-seq-area_um2 6050 \
    synth_warnings 3 \
    num-fill-cells 2894 \
    synth_area_um2 9310 \
    chip_area_um2 31700 \
    cp_slowest_stage_delay_ps 630 \
    cts_tree "done" \
    rsz0062_at_grt "false" \
    outcome "complete, no violations" \
    ys_cells 550 \
    cap_violations 0 \
    fp-row-count 64 \
    gp_congestion 0.753 \
    critPathArrivalTime_ps 2460 \
    synth-seq-cells 202 \
    slowest_stage "mux4_1" \
    drt_wl_total_um 19800 \
    grt_pass1_vias 5127 \
    area_growth_pct 17.5 \
    critPathKind "reg -> out" \
    cts.sinks 202 \
    finalHoldViolations 0 \
    finalSetupTns_ps 0 \
    hp-class "reg -> reg" \
    finalSetupViolations 0 \
    path_max_fanout 33 \
    dpl.hpwl_um 11800 \
    warnings 26 \
    drc 0 \
    lay_top_cells "200 x edfxtp_1, 190 x and2_1, 51 x clkdlybuf4s50_1, 34 x mux4_2, 24 x mux2_2" \
    antenna_found_initial 1 \
    dp.cells 985 \
    skew_ps 8.56 \
    max_slew_margin_pct 47.5 \
    grt_pass1_wl_um 30500 \
    cp.required_ps 7200 \
    synth.distinct_cells 28 \
    grt_max_degree 34 \
    drtIter0Drc 232 \
    via_count 4705 \
]
[stage by stage]
step / hold slack [ps] / cell area (µm²) / setup slack [ps]
CTS: 536 / 10900 / 4690
global placement: 490 / 10300 / 4760
global route: 542 / 10900 / 4580
detailed placement: 490 / 10300 / 4710
floorplan: 470 / 9310 / 5650
finish: 533 / 10900 / 4740
[flip-flops by register name, summed over array words and instances (netlist names)]
register	flops
curr_state	1
rd_curr_state	1
mem.mem	192
wr_addr	3
wr_en	1
rd_addr	3
mem_rdy	1
[path summary, 6_finish.rpt]
kind,slack [ps],startpoint,cells after the start,endpoint
max in group clk1,5190,reset,7,mem.mem[0][20]$_SDFFCE_PN0P_
worst max-delay path,4740,rd_addr[0]$_SDFFCE_PN0P_,4,data_out[2]
worst min-delay path,530,curr_state$_SDFF_PN0_,0,mem_rdy$_DFFE_PP_
worst min register to register,530,curr_state$_SDFF_PN0_,0,mem_rdy$_DFFE_PP_
worst max register to register,6570,wr_addr[1]$_SDFFCE_PN0P_,5,mem.mem[0][20]$_SDFFCE_PN0P_
min in group clk0,600,rd_curr_state$_SDFF_PN0_,1,rd_addr[2]$_SDFFCE_PN0P_
[metal layers]
layer	part of all wire (%)	wire (µm)	vias up	GRT usage [%]
li1	-	-	2182	-
met1	41	8040	2297	19.2
met2	48	9420	207	21.5
met3	11	2120	17	7.48
met4	0.93	184	2	1.46
met5	0.051	10	-	0
[power breakdown]
part	total [µW]	internal [µW]	switching, µW
combinational	197	105	92.3
sequential	1100	1080	18.2
clock	842	497	345
total	2140	1680	455
[kinds of logic (layout without fill, tap and decap cells)]
family | Yosys count | in the layout | share of synthesized area (%)
AOI/OAI and AO/OA | 14 | 14 | 0.887
adders and majority gates | 7 | 7 | 0.941
buffers and inverters | 36 | 111 | 2.62
DFF | 202 | 202 | 65.0
muxes | 72 | 72 | 15.1
and+or+nand+nor | 219 | 219 | 15.5
[synth_stat cells]
| cell type | count | share of area (%) |
|---|---|---|
| nor2b_1 | 3 | 0.20 |
| buf_2 | 3 | 0.16 |
| ha_1 | 7 | 0.94 |
| dfxtp_1 | 2 | 0.43 |
| inv_1 | 5 | 0.20 |
| or3b_4 | 2 | 0.24 |
| a211oi_1 | 1 | 0.081 |
| mux4_1 | 14 | 4.0 |
| nor2_4 | 4 | 0.48 |
| and2_2 | 8 | 0.65 |
| nand2b_4 | 1 | 0.15 |
| mux4_2 | 34 | 8.2 |
| mux2_2 | 24 | 2.9 |
| and2_1 | 190 | 13 |
| nor4_4 | 2 | 0.46 |
| o311a_1 | 1 | 0.11 |
| o21ai_0 | 9 | 0.48 |
| buf_1 | 2 | 0.081 |
| nand3b_1 | 1 | 0.081 |
| nand3_1 | 1 | 0.054 |
| buf_6 | 14 | 1.7 |
| a21oi_1 | 1 | 0.054 |
| edfxtp_1 | 200 | 65 |
| a21boi_0 | 2 | 0.16 |
| nand2_4 | 1 | 0.12 |
| clkbuf_1 | 12 | 0.48 |
| nor2_1 | 4 | 0.16 |
| nand2b_1 | 2 | 0.13 |
[layout make-up]
| class | instances | share of cell area, % |
|---|---|---|
| Clock buffer | 21 | 4.61 |
| Clock inverter | 15 | 1.61 |
| Inverter | 5 | 0.172 |
| Multi-Input combinational cell | 312 | 27.8 |
| Sequential cell | 202 | 55.3 |
| Tap cell | 396 | 4.53 |
| Timing Repair Buffer | 70 | 5.97 |
